File: flow/run.sh
#!/bin/bash
# OpenROAD 26Q1-2900-gdf79404cd8, Yosys 0.63+post, stock flow scripts
make -C /OpenROAD-flow-scripts/flow DESIGN_CONFIG=/design/flow/config.mk WORK_HOME=/design/flow/orfs finish
File: flow/config.mk
export PLATFORM = sky130hd
export DESIGN_NAME = counter_L1
export DESIGN_NICKNAME = counter_L1
export VERILOG_FILES = /design/flow/design.v
export SDC_FILE = /design/flow/constraint.sdc
export NUM_CORES = 4
export LEC_CHECK = 1
export CORE_UTILIZATION = 30
File: flow/constraint.sdc
current_design counter_L1

set clk_period 5.4
set clk_io_pct 0.2

create_clock -name clk0 -period $clk_period [get_ports {clk}]

set non_clock_inputs [all_inputs -no_clocks]
set_input_delay [expr $clk_period * $clk_io_pct] -clock clk0 $non_clock_inputs
set_output_delay [expr $clk_period * $clk_io_pct] -clock clk0 [all_outputs]
File: flow/design.v
module counter_L1 (
	input clk,
	input rstn,
	output reg [31:0] index
);
reg [3:0] counter1;
initial begin
	index = 32'b10000000000000000000000000000000;
	counter1 = 0;
end
always@(posedge clk) begin
	if(!rstn) begin
		index <= 0;
	end else begin
		if(counter1<9) begin
			counter1 <= counter1 + 1'b1;
		end else begin
			index <= index + 1'b1;
			counter1 <= 0;
		end
	end
end
endmodule
==> metrics.yaml <==
warnings: 26
synthArstFlopShare_pct: 0
clk_pin_slew_worst_paths_ns: 0.07
power_density_nw_per_um2: 227
rsz0062_at_grt: "false"
drive_gt1_share_pct: 3.49
relSlewSlack_pct: 48.1
drt_iter0_drc: 114
port_buffers: 33
grt_pass1_wl_um: 6780
worstPathMaxFanout: 27
cp-end-kind: "flop"
dr_total_vias: 1597
cpLargestDelayFamily: "buffers and inverters"
synth_cells: 198
cts_resized: 0
yosys_warnings: 1
netlist_top_cells_count: "32 x dfxtp_1, 21 x a21oi_1, 16 x or4_1"
worst-path-buf-inv: 2
antenna_found_initial: 0
hp-class: "flop to flop"
yosysTopAreaCellShare_pct: 36.4
die_width_um: 78.6
setup_viol: 0
placedCellCount: 293
ant_nets: 0
coreArea_um2: 5570
rows: 27
wl_per_cell_um: 13.0
ir_drop_mv: 0.0993
ios: 34
worstSkewPairLatency_ns: 0.28
cap_violations: 0
grt_use_total_pct: 13.8
firstDrtPassIters: 4
slowest_delay_ns: 0.82
viasPerCell: 5.31
ys_area_um2: 1760
worst_pin_slew_ns: 0.774
antenna_cells: 0
leakage_nw: 0.686
grt-ovfl-total: 0
required_ns: 5.59
synth_flops: 36
drc: 0
ys_seq_share_pct: 43.3
final_cell_area_um2: 2220
tritoncts: "yes"
status: "finished clean"
cp_cell_sequence: "clkdlybuf4s50_1 > clkinv_1 > a21oi_1"
chipHeight_um: 78.6
finalClockSkew_ns: 0.00476
fin_crit_sh_pct: 52.6
grt_pass1_vias: 1415
fp_util_pct: 31.5
place_congestion: 0.791
syn_area_um2: 1760
netlist-cell-type-count: 28
finalSetupTns_ns: 0
worstPathArrival_ns: 3.03
cts_setup_buffers: 0
crit_path_start_kind: "input port"
max_freq_mhz: 352
yosys-stat-cells: 198
slew_viol_final: 0
synth-edff-count: 4
top_cell: "dfxtp_1"
syn2layout_area_growth_pct: 26.5
top_area_cell: "dfxtp_1"
cts_buffers: 5
cts_max_level: 2
clk_path_buf_depth: 2
cts-root-buf: "clkbuf_8"
num-fill-cells: 557
dpl.hpwl_um: 2640
top_cells_by_area: "dfxtp_1 36%, edfxtp_1 6.8%, or4_1 6.8%"
dieArea_um2: 6170
post_dp_cell_area_um2: 2130
ys.flop_type: "dfxtp_1"
wl_um: 3910
grt_max_degree: 28
rrSetupSlack_ns: 2.95
numClockSinks: 36
crit_type: "input port to flop"
cp_slowest_cell: "clkdlybuf4s50_1"
finalNonFillerCells: 301
cts_hold_buf: 0
fin_crit_ns: 2.84
avgSynthCellArea_um2: 8.88
hold_violations: 0
placed cells by master, fill, tap and decap left out, types with 2 or more instances in the layout:
cell type,n
clkdlybuf4s50_1,33
xor2_1,7
clkbuf_8,6
ha_1,3
inv_1,8
and4_1,4
clkbuf_1,2
nor4_1,3
nor2_1,8
nand4_1,10
a21oi_1,21
o21ai_0,4
nand3_1,12
or3_1,4
o31ai_1,14
mux2i_1,4
nand2_1,14
and2_1,2
o311ai_0,2
xnor2_1,2
and3_1,4
o41ai_1,2
dfxtp_1,32
or4_1,16
edfxtp_1,4
nand2b_1,5
metrics by stage:
step	util [%]	setup WS [ns]	power, mW	hold slack (ns)
finish	39.9	2.56	0.504	0.490
global placement	38.3	2.29	0.315	0.465
floorplan	-	3.43	0.306	0.438
detailed placement	38.3	2.24	0.315	0.476
CTS	39.9	2.54	0.511	0.485
global route	39.9	2.32	0.528	0.513
flip-flops by register name, indices dropped and copies added, names as in the netlist:
register	count
index	32
counter1	4
kinds of logic (layout without fill, tap and decap cells):
family                   count (synthesis)  in the layout  synth area share (%)
AND-OR/OR-AND                           43             43                  15.1
XOR/XNOR                                 9              9                  4.48
adder cells (fa/ha/maj)                  3              3                  2.14
buffers and inverters                   19             50                  4.48
flip-flops                              36             36                  43.3
multiplexers                             4              4                  2.28
AND/OR/NAND/NOR                         84             84                  28.3
final cells by class:
cell class,count,area (um^2),area share [%]
Multi-Input combinational cell,143,918,41.3
Timing Repair Buffer,33,330,14.9
Inverter,9,33.8,1.52
Sequential cell,36,761,34.2
Tap cell,72,90.1,4.05
Clock buffer,8,90.1,4.05
where the power goes:
part | internal (mW) | leakage, nW | total, mW | switching [mW]
Combinational | 0.0107 | 0.342 | 0.0244 | 0.0137
Sequential | 0.277 | 0.298 | 0.284 | 0.00729
Clock | 0.104 | 0.0455 | 0.195 | 0.0914
Total | 0.392 | 0.686 | 0.504 | 0.112
path summary, 6_finish.rpt:
path,start,end,cells after the start
max,rstn,index[10]$_SDFFE_PN0P_,3
min,index[31]$_SDFFE_PN0P_,index[31]$_SDFFE_PN0P_,2
max reg2reg,counter1[0]$_SDFFCE_PP0P_,index[21]$_SDFFE_PN0P_,6
min reg2reg,index[31]$_SDFFE_PN0P_,index[31]$_SDFFE_PN0P_,2
layer usage:
metal	vias to the layer above	global-route usage, %	part of all wire (%)
met2	43	21.1	43
li1	811	-	-
met4	0	2.04	1.3
met3	5	3.07	6.0
met5	-	0	0
met1	738	20.8	50
worst min-delay path: cells and delay by family (launching register included):
family             cells  cell delay, ns
AOI/OAI and AO/OA      2            0.13
DFF                    1            0.32
Power figures rest on the tool's default switching activity, not on a simulated workload.
